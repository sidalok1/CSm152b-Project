[flow/run.sh]
#!/bin/bash
# OpenROAD 26Q1-2900-gdf79404cd8, Yosys 0.63+post, stock flow scripts
make -C /OpenROAD-flow-scripts/flow DESIGN_CONFIG=/design/flow/config.mk WORK_HOME=/design/flow/orfs finish
[flow/config.mk]
export PLATFORM = sky130hd
export DESIGN_NAME = clock
export DESIGN_NICKNAME = clock
export VERILOG_FILES = /design/flow/design.v
export SDC_FILE = /design/flow/constraint.sdc
export NUM_CORES = 4
export LEC_CHECK = 1
export CORE_AREA = 10 10 97 97
export DIE_AREA = 0 0 107 107
[flow/constraint.sdc]
current_design clock

set clk_period 2.8
set clk_io_pct 0.2

create_clock -name clk0 -period $clk_period [get_ports {sysclk}]

set non_clock_inputs [all_inputs -no_clocks]
set_input_delay [expr $clk_period * $clk_io_pct] -clock clk0 $non_clock_inputs
set_output_delay [expr $clk_period * $clk_io_pct] -clock clk0 [all_outputs]
[flow/design.v]
module clock #(
    parameter   num_clks=0,      
    parameter   frequency=1     
) (
    input       rst,
    input       sysclk,
    output reg  clk
);
    localparam                  basys_cc = 100_000_000;
    localparam                  divider = basys_cc / (2 * frequency);
    reg [$clog2(divider)-1:0]  counter;
    initial begin
        counter = 0;
        clk = 0;
    end
    always @( posedge sysclk ) begin
        if (rst) begin
            counter <= 0;
            clk <= 0;
        end
        else if (counter == divider ) begin
            clk <= ~clk;
            counter <= 0;
        end
        else counter <= counter + 1;
    end
endmodule
==> flow_metrics.tcl <==
# place-and-route summary
set metrics [dict create \
    status "complete, no violations" \
    critical_path.max_fanout 6 \
    edf_count 0 \
    synth.distinct_cells 31 \
    routed_wirelength_mm 2.47 \
    dpl.hpwl_mm 1.76 \
    finalMaxSlewViolations 0 \
    die_y_um 107 \
    ys.flop_type "dfxtp_1" \
    cp_slowest_stage_delay_ps 410 \
    numCtsBuffers 3 \
    cts_tree "yes" \
    cap_viol_max_count 0 \
    ys_ff 27 \
    cp_top_family "simple AND/OR/NAND/NOR gates" \
    drtAntennaViolNets 0 \
    cts_resized 0 \
    die_w_um 107 \
    die_area_um2 11400 \
    final_cell_area_um2 1480 \
    clock_sinks 27 \
    ioPinCount 3 \
    power_mw 0.633 \
    syn_inst 151 \
    combPwrFrac_pct 3.4 \
    route.detailed.drc 0 \
    grt_usage_pct 4.43 \
    rsz0062_at_grt "no" \
    drtPass1Iterations 4 \
    yosys_cells 151 \
    first_iter_violations 39 \
    ys_seq_share_pct 41.3 \
    path_class "flop to flop" \
    skew_ps 0.951 \
    power_frac_seq_pct 61.9 \
    async_flop_share_pct 0 \
    required_ps 2970 \
    period_needed_ps 1970 \
    num-fill-cells 836 \
    critPathBufInv 0 \
    first_global_vias 913 \
    worstMarginPinSlew_ps 508 \
    switching_share_pct 21.6 \
    ctsHtreeMaxLevel 1 \
    slew_headroom_pct 66.0 \
    start_kind "flop" \
    crit_chain "ha_1 > and4_1 > nand4_1 > nor4_1 > mux2_2" \
    ys_area_um2 1310 \
    grt_overflow_total 0 \
    grt_max_degree 24 \
    setup_viol 0 \
    yosys_warnings 1 \
    core_area_um2 7290 \
    wl_per_cell_um 9.78 \
    p_clk_share_pct 34.7 \
    clkSlewWorstSetupHoldPaths_ps 90 \
    io_buffer_count 2 \
    postCtsSetupRepairBufs 0 \
    clk_path_buf_depth 2 \
    syn-mean-instance-area_um2 8.66 \
    grt_pass1_wl_mm 4.33 \
    final_common_cell "dfxtp_1" \
    p_leak_nw 0.433 \
    cts-root-buf "clkbuf_8" \
    cellPowerDensity_nw_per_um2 427 \
    diodes 0 \
    hold_class "flop to flop" \
    lay_top_cells "dfxtp_1 (27), nor2_1 (16), a21oi_1 (11)" \
    setup_tns_ps 0 \
    syn_area_um2 1310 \
    gp_congestion 0.785 \
    warnings 26 \
    syn_to_final_growth_pct 13.4 \
    ir_worst_vdd_mv 0.196 \
    antenna_found_initial 0 \
    fmax_mhz 507 \
    vias_per_cell 4.19 \
    post-route-period-util_pct 70.4 \
    placed_area_um2 1440 \
    slowest_stage "dfxtp_1" \
    end_kind "flop" \
    fp-utilization_pct 17.9 \
    layout-drive-gt1-share_pct 7.14 \
    via_count 1060 \
    clk_latency_ps 270 \
    finalHoldViolCount 0 \
    fp-row-count 31 \
    cts-hold-fix-buffers 0 \
    crit_arrival_ps 2140 \
    intPower_mw 0.496 \
    p_sw_mw 0.137 \
]
## sequential cells by signal, summed over array words and instances, names as in the netlist
name and count:
clk 1, counter 26
## metal layers
metal / up-vias / share of wire, % / GRT usage, %
met5: - / 0 / 0
met4: 0 / 0.53 / 0.193
met3: 2 / 4.8 / 1.52
met2: 14 / 40 / 6.06
met1: 486 / 55 / 6.82
li1: 558 / - / -
## power by group through the flow
stage	clock network, mW	registers [mW]	logic (mW)
after CTS	0.231	0.392	0.0218
final	0.219	0.392	0.0215
after global routing	0.246	0.392	0.0241
## cell type report
| type | instances | area (um2) | area share, % |
|---|---|---|---|
| Inverter | 5 | 18.8 | 1.27 |
| Multi-Input combinational cell | 115 | 726 | 48.9 |
| Tap cell | 99 | 124 | 8.35 |
| Clock buffer | 3 | 41.3 | 2.78 |
| Timing Repair Buffer | 3 | 27.5 | 1.86 |
| Clock inverter | 1 | 5.00 | 0.338 |
| Sequential cell | 27 | 541 | 36.5 |
## logic make-up (layout without fill, tap and decap cells)
logic type | after synthesis | in the layout | synth area share, %
buf+inv | 9 | 12 | 3.16
xor+xnor | 11 | 11 | 7.37
simple gates | 76 | 76 | 33.4
mux | 1 | 1 | 0.861
compound gates | 25 | 25 | 12.0
flops | 27 | 27 | 41.3
fa+ha+maj | 2 | 2 | 1.91
## per-stage QoR
step                cells  worst slack [ps]  hold slack [ps]  util [%]
finish                253               828              485      20.3
CTS                   253               824              487      20.3
detailed placement    249               849              464      19.7
global placement      249               913              458      19.7
global route          253               652              518      20.3
floorplan             151              1020              439         -
## Yosys cell counts, types with 2 or more instances
cell type  instances  area share, %
nand4_1            7            3.3
dfxtp_1           27             41
nor4_1             3            1.4
nand3_1            8            3.1
buf_4              2            1.1
clkbuf_1           2           0.57
inv_1              5            1.4
and4_1             4            2.7
nand2_1            9            2.6
or3_1              6            2.9
xnor2_1            4            2.7
xor2_1             7            4.7
nor2b_1            3            1.4
nor3_1             2           0.77
ha_1               2            1.9
nor4b_1            3            2.0
or4_1              7            4.0
a31o_2             2            1.3
o21ai_0            4            1.5
nor2_1            16            4.6
a21oi_1           11            4.2
and3_1             2           0.96
o31ai_1            7            4.0
## final timing paths
| kind | from | to | slack [ps] | depth (start not counted) |
|---|---|---|---|---|
| setup reg to reg | counter[0] | counter[24] | 830 | 5 |
| setup / recovery | counter[0] | counter[24] | 830 | 5 |
| hold reg to reg | counter[0] | counter[0] | 490 | 1 |
| hold / removal | counter[0] | counter[0] | 490 | 1 |
Power and IR drop assume default switching activity.
