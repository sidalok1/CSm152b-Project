==> run.sh <==
#!/bin/bash
# OpenROAD 26Q1-2900-gdf79404cd8, Yosys 0.63+post, stock flow scripts
make -C /OpenROAD-flow-scripts/flow DESIGN_CONFIG=/design/flow/config.mk WORK_HOME=/design/flow/orfs finish
==> config.mk <==
export PLATFORM = sky130hd
export DESIGN_NAME = debounce
export DESIGN_NICKNAME = debounce
export VERILOG_FILES = /design/flow/design.v
export SDC_FILE = /design/flow/constraint.sdc
export NUM_CORES = 4
export LEC_CHECK = 1
export CORE_AREA = 10 10 70 70
export DIE_AREA = 0 0 80 80
==> constraint.sdc <==
current_design debounce

set clk_period 1.1
set clk_io_pct 0.2

create_clock -name clk0 -period $clk_period [get_ports {clk}]

set non_clock_inputs [all_inputs -no_clocks]
set_input_delay [expr $clk_period * $clk_io_pct] -clock clk0 $non_clock_inputs
set_output_delay [expr $clk_period * $clk_io_pct] -clock clk0 [all_outputs]
==> design.v <==
module debounce (clk, in, out);
	input clk, in;
	output out;
	reg [15:0] d;
	assign out = d == 16'hffff;
	initial d = 0;
	always @( posedge clk ) begin
		d[15:1] <= d[14:0];
		d[0] <= in;
	end
endmodule
==> PnR_summary.wiki <==
== Metrics ==
{| class="wikitable"
! Metric !! Value
|-
| Run status || finished with violations
|-
| Violated checks || negative setup slack
|-
| IO Pins || 3
|-
| Total leakage power || 0.1606 nW
|-
| Maximum achievable frequency || 729.6 MHz
|-
| Hold Startpoint || d[12]$_DFF_P_
|-
| Number of port buffers || 2
|-
| Synthesized cell area || 357.8 um^2
|-
| Worst-path cell chain || nand4_1 > nor4_2 > buf_2
|-
| DRC marker count from the first detailed-route iteration || 2
|-
| Final setup skew || 2.140 ps
|-
| Slew at the pin with the worst max-slew slack || 222.6 ps
|-
| Post-DR wirelength/cell || 6.417 um
|-
| Via density per instance || 2.347
|-
| Height of the die || 80 um
|-
| Top cells by count, synth || sky130_fd_sc_hd__dfxtp_1, sky130_fd_sc_hd__nand4_1, sky130_fd_sc_hd__nor4_2
|-
| Net switching share of the total power || 18.00%
|-
| Latency at later pin || 270 ps
|-
| Largest area contributor in the netlist || sky130_fd_sc_hd__dfxtp_1
|-
| Largest net degree at the start of global routing || 9
|-
| Unrepaired setup endpoints after global routing || yes
|-
| Data arrival, critical path || 1150 ps
|-
| Clock slew at the register clock pins of the worst setup and hold paths || 80 ps
|-
| Relative contribution of the clock network to total power || 30.1%
|-
| Maximum vdd ir drop || 912.5 uV
|-
| Antenna-violating nets left || 0
|-
| Kind of path behind the tightest hold check || reg2reg
|-
| Total count of max-transition violations in the final report || 0
|-
| Worst hold path stage count || 0
|-
| Antenna violations before repair || 0
|-
| Simple-gate share of the synthesized area || 10.49%
|-
| Critical-path maximum fanout || 2
|-
| Endpoint kind of the worst setup timing path || output port
|-
| Share of cells above drive strength 1 || 46.15%
|-
| Post-route insts no fill || 72
|-
| Number of buffers inserted during clock tree synthesis || 3
|-
| Power density cells || 1965 nW/um^2
|-
| Number of synthesized flops with an enable pin || 0
|-
| TritonCTS clock tree || yes
|-
| Number of global-route vias before repair || 183
|-
| Final setup TNS || -270.7 ps
|-
| R2r startpoint || d[11]$_DFF_P_
|-
| Most used flip-flop cell || sky130_fd_sc_hd__dfxtp_1
|-
| Met2 wirelength from detailed routing || 143 um
|-
| Number of placed cells counting well taps || 69
|-
| GRT Util Overall || 1.774%
|-
| AO/OA Area Share || 0%
|-
| Layout Area Growth over Synthesis || 29.02%
|-
| Area share of fa/ha/maj cells after synthesis || 0%
|-
| Max Cap Violations || 0
|-
| Post-synthesis cell count from yosys || 21
|-
| Post-route worst setup slack || -270.7 ps
|-
| Seq cells post-synth || 16
|-
| First-pass GRT wire length || 876 um
|-
| Bufs on Longest Clock Path || 2
|-
| Mux frac, synth || 0%
|-
| Synthesized instance count || 21
|-
| Synth Warn # || 1
|-
| Synthesis area per yosys || 357.8 um^2
|-
| # clock sinks || 16
|-
| Setup slack of the worst register-to-register path || 670 ps
|-
| Global-route congestion overflow total || 0
|-
| Sequential share of power || 69.1%
|-
| Endpoint with the worst hold slack || d[13]$_DFF_P_
|-
| Endpoints failing hold || 0
|-
| Final setup violation count || 1
|-
| End of the worst register-to-register path || d[12]$_DFF_P_
|-
| Relative slew margins || 85.03%
|-
| Met3 wire length || 58 um
|-
| Largest register FFs || 16
|-
| Clock root buffer master || sky130_fd_sc_hd__clkbuf_4
|-
| Most frequently used cell type in the post-synthesis netlist || sky130_fd_sc_hd__dfxtp_1
|-
| Share of power burned in combinational logic || 0.8%
|-
| Antenna Cells || 0
|-
| Per-instance average area after synthesis || 17.04 um^2
|-
| Depth of the CTS H-tree || 1
|-
| XOR/XNOR Area Share || 0%
|-
| Total Die Area || 6400 um^2
|-
| Wire length after detailed routing || 462 um
|-
| Initial standard-cell utilization of the core || 10.48%
|-
| Total number of vias || 169
|-
| Setup Crit Path Kind || reg2out
|-
| Final period util || 124.6%
|-
| Register with the highest flop count || d
|-
| DRC violations left || 0
|-
| Cell types occupying the most area after synthesis || sky130_fd_sc_hd__dfxtp_1, sky130_fd_sc_hd__nand4_1, sky130_fd_sc_hd__nor4_2
|-
| Number of core rows || 21
|-
| Peak per-stage delay on the critical path || 340 ps
|-
| Internal power || 0.7440 mW
|-
| Kind of start point of the critical path || flip-flop
|-
| Slowest-stage cell, CP || sky130_fd_sc_hd__dfxtp_1
|-
| Proportion of synthesized chip area in sequential cells || 89.51%
|-
| Min cycle time layout || 1371 ps
|-
| Number of buffers inserted by post-CTS setup repair || 0
|-
| Number of hold buffers added after cts || 0
|-
| Number of logged tool warnings || 27
|-
| Pre-Repair DR Iteration Count || 2
|-
| Worst-case setup slack after placement || -390.8 ps
|-
| Number of distinct library cells after synthesis || 3
|-
| Routed met1 length || 260 um
|-
| Register-to-Register Path Depth || 0
|-
| Routability cong. || 0.6634
|-
| Data required, critical path || 880 ps
|-
| Highest Signal Layer || met3
|-
| Post-synth top area share || 89.51%
|-
| Die X-Extent || 80 um
|-
| Sw Pwr || 0.1634 mW
|-
| Leading registers by flop count || d (16)
|-
| Comb area leader || simple AND/OR/NAND/NOR gates
|-
| Core Region || 3416 um^2
|-
| Async set or reset register ratio after synthesis || 0%
|}
-- worst max-delay path, delay by kind of cell (launching register included) --
kind	cells	cell delay [ps]
flops	1	340
buf+inv	1	140
simple gates	2	410
-- logic make-up after synthesis --
group | count (synthesis)
simple gates | 5
flops | 16
-- metal layers --
layer | vias to the layer above | GRT usage [%]
met5 | - | 0
met4 | 0 | 0.3521
met3 | 0 | 1.705
met2 | 5 | 2.006
met1 | 76 | 2.311
li1 | 88 | -
-- stage by stage --
step	hold slack, ps	power, mW	util, %	area, um^2
6_report	349.9	0.9074	13.52	461.7
3_3_place_gp	333.2	0.6426	12.75	435.4
4_1_cts	354.8	0.9232	13.37	456.7
5_1_grt	355.4	0.9547	13.52	461.7
2_1_floorplan	247.7	0.6363	-	357.8
3_5_place_dp	338.6	0.6447	12.75	435.4
-- final cells by class --
cell class / count / area, um^2
Tap cell: 46 / 57.56
Timing Repair Buffer: 2 / 15.01
Clock buffer: 3 / 22.52
Multi-Input combinational cell: 5 / 37.54
Sequential cell: 16 / 329.1
Fill cell: 389 / 2954
-- power groups by stage --
stage	Sequential (mW)	Clock, mW	Combinational, mW
final	0.627	0.274	0.00691
after global routing	0.631	0.315	0.00805
after CTS	0.626	0.290	0.00705
-- worst max-delay path by stage --
stage                        start  end  slack (ps)  cells past startpoint
after CTS             d[7]$_DFF_P_  out        -330                      3
after global routing  d[3]$_DFF_P_  out        -390                      3
final                 d[1]$_DFF_P_  out        -270                      3
-- cells in the final DEF (no fill, tap or decap), drive strengths merged --
cell type and n:
clkdlybuf4s50 1, nand4 4, clkbuf 3, nor4 1, buf 1, dfxtp 16
-- what timing repair did --
action                                  in CTS  in global routing
gates cloned                                 0                  0
endpoints found under the setup margin       1                  1
pin swaps                                    2                  2
resized                                      6                  4
Power is estimated from default activity; no workload was simulated.
